$ cat /design/flow/design.v
module spi_ip (
    input  logic        clk_i,
    input  logic        rst_i,
    input  logic [ 7:0] din_i,
    input  logic [15:0] dvsr_i,
    input  logic        start_i,
    input  logic        cpol_i,
    input  logic        cpha_i,
    output logic [ 7:0] dout_o,
    output logic        spi_done_tick_o,
    output logic        ready_o,
    output logic        sclk_o,
    input  logic        miso_i,
    output logic        mosi_o
);
  typedef enum {
    ST_IDLE,
    ST_CPHA_DELAY,
    ST_P0,
    ST_P1
  } state_t;
  state_t state_reg, state_next;
  logic p_clk;
  logic [15:0] c_reg, c_next;
  logic spi_clk_reg, ready_i, spi_done_tick_i;
  logic spi_clk_next;
  logic [2:0] n_reg, n_next;
  logic [7:0] si_reg, si_next;
  logic [7:0] so_reg, so_next;
  always_ff @(posedge clk_i, posedge rst_i)
    if (rst_i) begin
      state_reg <= ST_IDLE;
      si_reg <= 0;
      so_reg <= 0;
      n_reg <= 0;
      c_reg <= 0;
      spi_clk_reg <= 0;
    end else begin
      state_reg <= state_next;
      si_reg <= si_next;
      so_reg <= so_next;
      n_reg <= n_next;
      c_reg <= c_next;
      spi_clk_reg <= spi_clk_next;
    end
  always_comb begin
    state_next = state_reg;
    ready_i = 0;
    spi_done_tick_i = 0;
    si_next = si_reg;
    so_next = so_reg;
    n_next = n_reg;
    c_next = c_reg;
    case (state_reg)
      ST_IDLE: begin
        ready_i = 1;
        if (start_i) begin
          so_next = din_i;
          n_next  = 0;
          c_next  = 0;
          if (cpha_i) state_next = ST_CPHA_DELAY;
          else state_next = ST_P0;
        end
      end
      ST_CPHA_DELAY: begin
        if (c_reg == dvsr_i) begin
          state_next = ST_P0;
          c_next = 0;
        end else begin
          c_next = c_reg + 1;
        end
      end
      ST_P0: begin
        if (c_reg == dvsr_i) begin
          state_next = ST_P1;
          si_next = {si_reg[6:0], miso_i};
          c_next = 0;
        end else c_next = c_reg + 1;
      end
      ST_P1: begin
        if (c_reg == dvsr_i)
          if (n_reg == 7) begin
            spi_done_tick_i = 1;
            state_next = ST_IDLE;
          end else begin
            so_next = {so_reg[6:0], 1'b0};
            state_next = ST_P0;
            n_next = n_reg + 1;
            c_next = 0;
          end
        else c_next = c_reg + 1;
      end
      default: state_next = ST_IDLE;
    endcase
  end
  assign ready_o = ready_i;
  assign spi_done_tick_o = spi_done_tick_i;
  assign p_clk = (state_next == ST_P1 && ~cpha_i) || (state_next == ST_P0 && cpha_i);
  assign spi_clk_next = (cpol_i) ? ~p_clk : p_clk;
  assign dout_o = si_reg;
  assign mosi_o = so_reg[7];
  assign sclk_o = spi_clk_reg;
endmodule : spi_ip
$ cat /design/flow/run.sh
#!/bin/bash
# OpenROAD 26Q1-2900-gdf79404cd8, Yosys 0.63+post, stock flow scripts
make -C /OpenROAD-flow-scripts/flow DESIGN_CONFIG=/design/flow/config.mk WORK_HOME=/design/flow/orfs finish
$ cat /design/flow/config.mk
export PLATFORM = sky130hd
export DESIGN_NAME = spi_ip
export DESIGN_NICKNAME = spi_ip
export VERILOG_FILES = /design/flow/design.v
export SDC_FILE = /design/flow/constraint.sdc
export NUM_CORES = 4
export LEC_CHECK = 1
export CORE_UTILIZATION = 50
$ cat /design/flow/constraint.sdc
current_design spi_ip

set clk_period 3.7
set clk_io_pct 0.2

create_clock -name clk0 -period $clk_period [get_ports {clk_i}]

set non_clock_inputs [all_inputs -no_clocks]
set_input_delay [expr $clk_period * $clk_io_pct] -clock clk0 $non_clock_inputs
set_output_delay [expr $clk_period * $clk_io_pct] -clock clk0 [all_outputs]
==> results.cfg <==
; synthesis and place-and-route metrics
[outcome]
status = completed

[global_routing]
antenna_found_initial = 0
grt_pass1_vias = 1711
grt_max_degree = 41
grt.overflow.total = 0
grt_usage_pct = 20.8
grt_pass1_wl_um = 7870

[placement]
place_ws_ns = 0.284
gp_congestion = 0.826
dpl_cell_area_sq_um = 2720
numPortBuffers = 41
dp_hpwl_um = 3070

[logic_synthesis]
yosysWarnings = 1
yosys.area.top_type_share_pct = 42.9
ys_top_cells_by_area = dfrtp_1 (43%), mux2_2 (7.9%), xor2_1 (6.5%), mux2_4 (4.6%), o21ai_0 (3.3%)
edf_count = 0
postSynthAreaPerCell_sq_um = 10.4
synth-seq-cells = 40
synth_area_sq_um = 2280
yosysTopAreaCell = dfrtp_1
most_common_cell = dfrtp_1
synth.distinct_cells = 45
ys_cells = 219
ys_async_sr_fraction_pct = 100
ys_top_cells_by_count = dfrtp_1 (39), xor2_1 (17), mux2_2 (16)
synth-main-ff-cell = dfrtp_1
syn_inst = 219
synth_chip_area_sq_um = 2280
synth-seq-area-share_pct = 44.0

[run]
warnings = 26
cap_violations = 0

[sta]
maxSlewViolCount = 0
skew_ns = 0.00703
worst_slew_pin_slew_ns = 0.671
grt_setup_unrepaired = no
fin_crit_ns = 3.43
fmax_ghz = 0.291
finalHoldViolCount = 0
fin_ws_ns = 0.267
fin_crit_sh_pct = 92.8
setup_viol = 0
relSlewSlack_pct = 55.3
finalSetupTns_ns = 0

[clock_network]
ctsHoldBuffers = 0
post_cts_buffers = 0
htreeDepth = 2
cts_buffer_depth = 2
clkSinkCount = 40
clk_latency_ns = 0.29
cts_root_buffer = clkbuf_8
cts-resized-gates = 0
clk_transition_reported_paths_ns = 0.08
cts_made_buffers = 5
cts_tree = built

[routing]
via_count = 1750
drt-pass1-iter-count = 4
drcViolationCount = 0
wirelength_um = 4510
ant_nets = 0
wl_per_cell_um = 14.3
antenna_cells = 0
initialDrtViolationCount = 145
routed_via_density = 5.54

[die]
ios = 42
rows = 24
chipArea_sq_um = 4830
die_w_um = 69.5
initial_core_util_pct = 52.3
die_h_um = 69.5
core_area_sq_um = 4350

[critical_path]
critPathLaunchType = input pin
reg2regPathDepth = 7
crit_required_ns = 2.96
worstPathArrival_ns = 2.69
worst_setup_path_end_kind = primary output
crit_type = input pin to primary output
path_max_fanout = 2

[power_and_ir_drop]
leakage_nw = 1.22
pwr_density_cell_nw_per_um2 = 412
ir_worst_vdd_mv = 0.245

[hold_path]
hold_class = flop to flop
min_path_cells = 1

[cells_and_area]
layout-drive-gt1-share_pct = 17.4
fin_util_pct = 64.7
area_growth_pct = 23.6
largest_reg_flops = 16
fin_area_sq_um = 2820
-- report_power, final --
part           switching (mW)  leakage (nW)  internal (mW)
registers              0.0996         0.488          0.507
logic                   0.116         0.683          0.134
clock network           0.153        0.0510          0.149
-- worst max-delay path, cell delays in order --
cell and delay [ns]:
clkdlybuf4s50_1 0.42, xor2_1 0.16, nor4_1 0.37, nand4_1 0.22, nor3_1 0.26, clkdlybuf4s50_1 0.52
-- cell usage in the layout (no fill, tap or decap), types with 2 or more instances in the layout --
master	count
o21ai_1	4
ha_1	3
dfrtp_1	39
or4_1	2
a32o_1	2
nand4_1	6
buf_4	4
clkdlybuf4s50_1	41
clkinv_2	2
mux2i_1	3
inv_1	12
mux2_2	16
nor3_1	9
clkbuf_8	6
nand3_1	7
xor2_1	17
nor4_1	4
nand2b_1	2
a21oi_1	7
nand2_1	14
a21o_1	3
o31ai_1	2
nor2_1	11
mux2_4	7
nor4_2	2
or3_1	5
o21ai_0	15
-- cell families after synthesis --
kind of cell	Yosys count	share of synthesized area, %
adders and majority gates	3	1.65
AOI/OAI and AO/OA	42	12.0
muxes	26	13.8
and+or+nand+nor	71	17.3
DFF	40	44.0
buffers and inverters	20	4.62
xor gates and xnor gates	17	6.54
-- final timing paths --
path / start / endpoint / slack, ns
setup / recovery: dvsr_i[1] / spi_done_tick_o / 0.27
hold / removal: si_reg[7]$_DFFE_PP0P_ / si_reg[7]$_DFFE_PP0P_ / 0.51
setup reg to reg: c_reg[12]$_DFFE_PP0P_ / c_reg[13]$_DFFE_PP0P_ / 1.25
hold reg to reg: si_reg[7]$_DFFE_PP0P_ / si_reg[7]$_DFFE_PP0P_ / 0.51
max in group asynchronous: rst_i / state_reg[0]$_DFF_PP1_ / 2.46
min in group asynchronous: rst_i / c_reg[5]$_DFFE_PP0P_ / 0.87
-- per-layer routing --
layer | routed length (um) | up-vias | part of all wire [%] | GRT usage, %
met2 | 2010 | 49 | 45 | 32.5
met1 | 2220 | 814 | 49 | 34.1
met5 | 0 | - | 0 | 0
met4 | 56 | 0 | 1.2 | 2.04
met3 | 218 | 5 | 4.8 | 2.65
li1 | - | 882 | - | -
-- final cells by class --
type / instances / area, sq um
clock buffers: 6 / 82.6
flip-flops and latches: 40 / 1000
inverters: 12 / 45.0
well taps: 52 / 65.1
repair buffers: 45 / 440
multi-input cells: 159 / 1170
clock inverters: 2 / 10.0
fillers: 353 / 1540
-- through the flow --
stage                     hold slack, ns  instances  power (mW)
after CTS                          0.512        316        1.17
final                              0.508        316        1.16
after detailed placement           0.490        308       0.867
after global routing               0.522        316        1.24
after global placement             0.489        308       0.864
after floorplan                    0.454        219       0.784
Power figures rest on the tool's default switching activity, not on a simulated workload.
